--- design/flow/config.mk ---
export PLATFORM = sky130hd
export DESIGN_NAME = PARALLEL_ALU
export DESIGN_NICKNAME = PARALLEL_ALU
export VERILOG_FILES = /design/flow/design.v
export SDC_FILE = /design/flow/constraint.sdc
export NUM_CORES = 4
export LEC_CHECK = 1
export CORE_UTILIZATION = 50
--- design/flow/constraint.sdc ---
current_design PARALLEL_ALU

set clk_period 11.5
set clk_io_pct 0.2

create_clock -name clk0 -period $clk_period

set non_clock_inputs [all_inputs -no_clocks]
set_input_delay [expr $clk_period * $clk_io_pct] -clock clk0 $non_clock_inputs
set_output_delay [expr $clk_period * $clk_io_pct] -clock clk0 [all_outputs]
--- design/flow/design.v ---
`timescale 1ns / 1ps
module PARALLEL_ALU(
    input [31:0] rs1,         
    input [31:0] rs2,         
    input [31:0] imm,         
    input [5:0] opcode,       
    output reg [31:0] rd      
);
	parameter PSLLBI  = 6'd0;   
	parameter PSLLHI  = 6'd1;   
	parameter PSRLBI  = 6'd2;   
	parameter PSRLHI  = 6'd3;   
	parameter PERMUTEB = 6'd4;  
	parameter PERMUTEH = 6'd5;  
	parameter PADDUB  = 6'd6;   
	parameter PADDH   = 6'd7;   
	parameter PSUBUB  = 6'd8;   
	parameter PSUBUH  = 6'd9;   
	parameter PSLLB   = 6'd10;  
	parameter PSLLH   = 6'd11;  
	parameter PSRLB   = 6'd12;  
	parameter PSRLH   = 6'd13;  
	parameter PSRAH   = 6'd14;  
	parameter PCMPEQB = 6'd15;  
	parameter PCMPGTB = 6'd16;  
	parameter PCMPLEB = 6'd17;  
	parameter PCMPEQH = 6'd18;  
	parameter PCMPGTH = 6'd19;  
	parameter PCMPLEH = 6'd20;  
	parameter MIXL    = 6'd21;  
	parameter MIXR    = 6'd22;  
	parameter PACKHH  = 6'd23;  
	parameter PACKLH  = 6'd24;  
	parameter UNPACKH = 6'd25;  
	parameter UNPACKSH= 6'd26;  
	parameter UNPACKLB= 6'd27;  
	parameter UNPACKSLB=6'd28;  
	parameter UNPACKHB= 6'd29;  
	parameter UNPACKSHB=6'd30;  
	parameter PORB    = 6'd31;  
	parameter PANDB   = 6'd32;  
	parameter PXORB   = 6'd33;  
	parameter PORH    = 6'd34;  
	parameter PANDH   = 6'd35;  
	parameter PXORH   = 6'd36;  
	parameter PABSUBB = 6'd37;  
	parameter PABSUBH = 6'd38;  
	parameter PACKBYRS2 = 6'd39;  
    reg [8:0] temp_byte;    
    reg [16:0] temp_half;   
    always @(*) begin
        case (opcode)
            PADDUB: begin  
                temp_byte = rs1[7:0] + rs2[7:0];
                rd[7:0]   = (temp_byte > 255) ? 8'hFF : temp_byte[7:0];
                temp_byte = rs1[15:8] + rs2[15:8];
                rd[15:8]  = (temp_byte > 255) ? 8'hFF : temp_byte[7:0];
                temp_byte = rs1[23:16] + rs2[23:16];
                rd[23:16] = (temp_byte > 255) ? 8'hFF : temp_byte[7:0];
                temp_byte = rs1[31:24] + rs2[31:24];
                rd[31:24] = (temp_byte > 255) ? 8'hFF : temp_byte[7:0];
            end
            PADDH: begin  
                temp_half = rs1[15:0] + rs2[15:0];
                rd[15:0]  = (temp_half > 65535) ? 16'hFFFF : temp_half[15:0];
                temp_half = rs1[31:16] + rs2[31:16];
                rd[31:16] = (temp_half > 65535) ? 16'hFFFF : temp_half[15:0];
            end
            PSUBUB: begin  
                temp_byte = rs1[7:0] - rs2[7:0];
                rd[7:0]   = (rs1[7:0] < rs2[7:0]) ? 8'h00 : temp_byte[7:0];
                temp_byte = rs1[15:8] - rs2[15:8];
                rd[15:8]  = (rs1[15:8] < rs2[15:8]) ? 8'h00 : temp_byte[7:0];
                temp_byte = rs1[23:16] - rs2[23:16];
                rd[23:16] = (rs1[23:16] < rs2[23:16]) ? 8'h00 : temp_byte[7:0];
                temp_byte = rs1[31:24] - rs2[31:24];
                rd[31:24] = (rs1[31:24] < rs2[31:24]) ? 8'h00 : temp_byte[7:0];
            end
            PSUBUH: begin  
                temp_half = rs1[15:0] - rs2[15:0];
                rd[15:0]  = (rs1[15:0] < rs2[15:0]) ? 16'h0000 : temp_half[15:0];
                temp_half = rs1[31:16] - rs2[31:16];
                rd[31:16] = (rs1[31:16] < rs2[31:16]) ? 16'h0000 : temp_half[15:0];
            end
            PSLLB: begin  
                rd[7:0]   = rs1[7:0]   << rs2[3:0];
                rd[15:8]  = rs1[15:8]  << rs2[3:0];
                rd[23:16] = rs1[23:16] << rs2[3:0];
                rd[31:24] = rs1[31:24] << rs2[3:0];
            end
            PSLLH: begin  
                rd[15:0]  = rs1[15:0]  << rs2[4:0];
                rd[31:16] = rs1[31:16] << rs2[4:0];
            end
            PSRLB: begin  
                rd[7:0]   = rs1[7:0]   >> rs2[3:0];
                rd[15:8]  = rs1[15:8]  >> rs2[3:0];
                rd[23:16] = rs1[23:16] >> rs2[3:0];
                rd[31:24] = rs1[31:24] >> rs2[3:0];
            end
            PSRLH: begin  
                rd[15:0]  = rs1[15:0]  >> rs2[4:0];
                rd[31:16] = rs1[31:16] >> rs2[4:0];
            end
            PSRAH: begin  
                rd[15:0]  = $signed(rs1[15:0])  >>> rs2[4:0];
                rd[31:16] = $signed(rs1[31:16]) >>> rs2[4:0];
            end
            PCMPEQB: begin  
                rd[7:0]   = (rs1[7:0]   == rs2[7:0])   ? 8'hFF : 8'h00;
                rd[15:8]  = (rs1[15:8]  == rs2[15:8])  ? 8'hFF : 8'h00;
                rd[23:16] = (rs1[23:16] == rs2[23:16]) ? 8'hFF : 8'h00;
                rd[31:24] = (rs1[31:24] == rs2[31:24]) ? 8'hFF : 8'h00;
            end
            PCMPGTB: begin  
                rd[7:0]   = (rs1[7:0]   > rs2[7:0])   ? 8'hFF : 8'h00;
                rd[15:8]  = (rs1[15:8]  > rs2[15:8])  ? 8'hFF : 8'h00;
                rd[23:16] = (rs1[23:16] > rs2[23:16]) ? 8'hFF : 8'h00;
                rd[31:24] = (rs1[31:24] > rs2[31:24]) ? 8'hFF : 8'h00;
            end
            PCMPLEB: begin  
                rd[7:0]   = (rs1[7:0]   <= rs2[7:0])   ? 8'hFF : 8'h00;
                rd[15:8]  = (rs1[15:8]  <= rs2[15:8])  ? 8'hFF : 8'h00;
                rd[23:16] = (rs1[23:16] <= rs2[23:16]) ? 8'hFF : 8'h00;
                rd[31:24] = (rs1[31:24] <= rs2[31:24]) ? 8'hFF : 8'h00;
            end
            PCMPEQH: begin  
                rd[15:0]  = (rs1[15:0]  == rs2[15:0])  ? 16'hFFFF : 16'h0000;
                rd[31:16] = (rs1[31:16] == rs2[31:16]) ? 16'hFFFF : 16'h0000;
            end
            PCMPGTH: begin  
                rd[15:0]  = (rs1[15:0]  > rs2[15:0])  ? 16'hFFFF : 16'h0000;
                rd[31:16] = (rs1[31:16] > rs2[31:16]) ? 16'hFFFF : 16'h0000;
            end
            PCMPLEH: begin  
                rd[15:0]  = (rs1[15:0]  <= rs2[15:0])  ? 16'hFFFF : 16'h0000;
                rd[31:16] = (rs1[31:16] <= rs2[31:16]) ? 16'hFFFF : 16'h0000;
            end
            PSLLBI: begin  
                rd[7:0]   = rs1[7:0]   << imm[3:0];
                rd[15:8]  = rs1[15:8]  << imm[3:0];
                rd[23:16] = rs1[23:16] << imm[3:0];
                rd[31:24] = rs1[31:24] << imm[3:0];
            end
            PSLLHI: begin  
                rd[15:0]  = rs1[15:0]  << imm[4:0];
                rd[31:16] = rs1[31:16] << imm[4:0];
            end
            PSRLBI: begin  
                rd[7:0]   = rs1[7:0]   >> imm[3:0];
                rd[15:8]  = rs1[15:8]  >> imm[3:0];
                rd[23:16] = rs1[23:16] >> imm[3:0];
                rd[31:24] = rs1[31:24] >> imm[3:0];
            end
            PSRLHI: begin  
                rd[15:0]  = rs1[15:0]  >> imm[4:0];
                rd[31:16] = rs1[31:16] >> imm[4:0];
            end
            PERMUTEB: begin  
                case (imm[1:0])    
                    2'b00: rd[7:0]   = rs1[7:0];
                    2'b01: rd[7:0]   = rs1[15:8];
                    2'b10: rd[7:0]   = rs1[23:16];
                    2'b11: rd[7:0]   = rs1[31:24];
                endcase
                case (imm[3:2])    
                    2'b00: rd[15:8]  = rs1[7:0];
                    2'b01: rd[15:8]  = rs1[15:8];
                    2'b10: rd[15:8]  = rs1[23:16];
                    2'b11: rd[15:8]  = rs1[31:24];
                endcase
                case (imm[5:4])    
                    2'b00: rd[23:16] = rs1[7:0];
                    2'b01: rd[23:16] = rs1[15:8];
                    2'b10: rd[23:16] = rs1[23:16];
                    2'b11: rd[23:16] = rs1[31:24];
                endcase
                case (imm[7:6])    
                    2'b00: rd[31:24] = rs1[7:0];
                    2'b01: rd[31:24] = rs1[15:8];
                    2'b10: rd[31:24] = rs1[23:16];
                    2'b11: rd[31:24] = rs1[31:24];
                endcase
            end
            PERMUTEH: begin  
                rd[15:0]  = imm[0] ? rs1[31:16] : rs1[15:0];
                rd[31:16] = imm[1] ? rs1[15:0]  : rs1[31:16];
            end
            MIXL: begin  
                rd[7:0]   = rs1[7:0];
                rd[15:8]  = rs2[7:0];
                rd[23:16] = rs1[15:8];
                rd[31:24] = rs2[15:8];
            end
            MIXR: begin  
                rd[7:0]   = rs1[23:16];
                rd[15:8]  = rs2[23:16];
                rd[23:16] = rs1[31:24];
                rd[31:24] = rs2[31:24];
            end
            PACKHH: begin  
                rd[15:0]  = rs1[31:16];
                rd[31:16] = rs2[31:16];
            end
            PACKLH: begin  
                rd[15:0]  = rs1[15:0];
                rd[31:16] = rs2[15:0];
            end
            UNPACKH: begin  
                rd[15:0]  = rs1[31:16];
                rd[31:16] = 16'h0000;
            end
            UNPACKSH: begin  
                rd[15:0]  = rs1[31:16];
                rd[31:16] = {16{rs1[31]}};
            end
            UNPACKLB: begin  
                rd[7:0]   = rs1[7:0];
                rd[31:8]  = 24'h000000;
            end
            UNPACKSLB: begin  
                rd[7:0]   = rs1[7:0];
                rd[31:8]  = {24{rs1[7]}};
            end
            UNPACKHB: begin  
                rd[7:0]   = rs1[31:24];
                rd[31:8]  = 24'h000000;
            end
            UNPACKSHB: begin  
                rd[7:0]   = rs1[31:24];
                rd[31:8]  = {24{rs1[31]}};
            end
            PORB: begin  
                rd[7:0]   = rs1[7:0]   | rs2[7:0];
                rd[15:8]  = rs1[15:8]  | rs2[15:8];
                rd[23:16] = rs1[23:16] | rs2[23:16];
                rd[31:24] = rs1[31:24] | rs2[31:24];
            end
            PANDB: begin  
                rd[7:0]   = rs1[7:0]   & rs2[7:0];
                rd[15:8]  = rs1[15:8]  & rs2[15:8];
                rd[23:16] = rs1[23:16] & rs2[23:16];
                rd[31:24] = rs1[31:24] & rs2[31:24];
            end
            PXORB: begin  
                rd[7:0]   = rs1[7:0]   ^ rs2[7:0];
                rd[15:8]  = rs1[15:8]  ^ rs2[15:8];
                rd[23:16] = rs1[23:16] ^ rs2[23:16];
                rd[31:24] = rs1[31:24] ^ rs2[31:24];
            end
            PORH: begin  
                rd[15:0]  = rs1[15:0]  | rs2[15:0];
                rd[31:16] = rs1[31:16] | rs2[31:16];
            end
            PANDH: begin  
                rd[15:0]  = rs1[15:0]  & rs2[15:0];
                rd[31:16] = rs1[31:16] & rs2[31:16];
            end
            PXORH: begin  
                rd[15:0]  = rs1[15:0]  ^ rs2[15:0];
                rd[31:16] = rs1[31:16] ^ rs2[31:16];
            end
				PABSUBB: begin  
				rd[7:0]   = (rs1[7:0]   > rs2[7:0])   ? (rs1[7:0]   - rs2[7:0])   : (rs2[7:0]   - rs1[7:0]);
				rd[15:8]  = (rs1[15:8]  > rs2[15:8])  ? (rs1[15:8]  - rs2[15:8])  : (rs2[15:8]  - rs1[15:8]);
				rd[23:16] = (rs1[23:16] > rs2[23:16]) ? (rs1[23:16] - rs2[23:16]) : (rs2[23:16] - rs1[23:16]);
				rd[31:24] = (rs1[31:24] > rs2[31:24]) ? (rs1[31:24] - rs2[31:24]) : (rs2[31:24] - rs1[31:24]);
			   end
				PABSUBH: begin  
				rd[15:0]  = (rs1[15:0]  > rs2[15:0])  ? (rs1[15:0]  - rs2[15:0])  : (rs2[15:0]  - rs1[15:0]);
				rd[31:16] = (rs1[31:16] > rs2[31:16]) ? (rs1[31:16] - rs2[31:16]) : (rs2[31:16] - rs1[31:16]);
				end
            PACKBYRS2: begin 
           case (rs2[1:0])
            2'b00: begin
					 rd[7:0]   = rs1[7:0];
                rd[15:8]  = 8'b0;
                rd[23:16] = 8'b0;
                rd[31:24] = 8'b0;
            end
            2'b01: begin
                rd[15:8]  = rs1[7:0];
                rd[7:0]   = 8'b0;
                rd[23:16] = 8'b0;
                rd[31:24] = 8'b0;
            end
            2'b10: begin
                rd[23:16] = rs1[7:0];
                rd[7:0]   = 8'b0;
                rd[15:8]  = 8'b0;
                rd[31:24] = 8'b0;
            end
            2'b11: begin
                rd[31:24] = rs1[7:0];
                rd[7:0]   = 8'b0;
                rd[15:8]  = 8'b0;
                rd[23:16] = 8'b0;
            end
        endcase
             end
            default: rd = 32'h00000000;  
        endcase
    end
endmodule
--- design/flow/run.sh ---
#!/bin/bash
# OpenROAD 26Q1-2900-gdf79404cd8, Yosys 0.63+post, stock flow scripts
make -C /OpenROAD-flow-scripts/flow DESIGN_CONFIG=/design/flow/config.mk WORK_HOME=/design/flow/orfs finish
==> insert_results.sql <==
-- flow metrics import
INSERT INTO impl_metrics (metric_group, metric, value, unit) VALUES
('cells_and_area', 'n_clock_buffer', '0', ''),
('min_path', 'hold_end', 'rd[16]', ''),
('final_timing', 'min_period', '11100', 'ps'),
('final_timing', 'setup-tns-final', '0', 'ps'),
('global_routing', 'global_route.usage.total', '71.73', '%'),
('routing', 'num_vias', '29050', ''),
('floorplan', 'io_pins', '134', ''),
('final_timing', 'relSlewSlack', '-8.740', '%'),
('place', 'detailed_place_hpwl', '97270', 'µm'),
('global_routing', 'met2_grt_util', '87.28', '%'),
('floorplan', 'die_height', '197.6', 'µm'),
('place', 'io_buffer_count', '110', ''),
('min_path', 'hold_crit_depth', '8', ''),
('setup_path', 'worst_path_dominant_cell_family', 'AND-OR/OR-AND gates', ''),
('floorplan', 'dieArea', '39050', 'µm²'),
('logic_synthesis', 'yosysCellCount', '2878', ''),
('clock_tree', 'post-cts-setup-buffer-count', '0', ''),
('logic_synthesis', 'synth_seq_share', '0', '%'),
('logic_synthesis', 'synthesis_area_per_yosys', '19130', 'µm²'),
('setup_path', 'crit_chain', 'clkdlybuf4s50_1 -> buf_4 -> inv_1 -> ha_1 -> inv_1 -> a2111oi_1 -> a211oi_1 -> o31ai_2 -> a211o_1 -> nand3_1 -> or3_1 -> a2111oi_0 -> nand3_1 -> clkdlybuf4s50_1', ''),
('floorplan', 'core.rowCount', '71', ''),
('run', 'log.warning_count', '156', ''),
('global_routing', 'grt.busiest_layer', 'met2', ''),
('setup_path', 'critical_path.startpoint_type', 'input pin', ''),
('final_timing', 'tightest_slew', '1614', 'ps'),
('global_routing', 'met1_track_utilization_from_global_routing', '75.30', '%'),
('power_and_ir_drop', 'switching_part_of_the_total_power', '66.39', '%'),
('floorplan', 'placeableCoreArea', '37670', 'µm²'),
('power_and_ir_drop', 'internal_power', '0.3877', 'mW'),
('final_timing', 'total_count_of_max_transition_violations_in_the_final_report', '10', ''),
('run', 'timing.max_cap.violations', '4', ''),
('routing', 'final_antenna_net_count', '0', ''),
('final_timing', 'fmax', '90.10', 'MHz'),
('floorplan', 'fp-utilization', '50.79', '%'),
('setup_path', 'worst_setup_path_start', 'rs1[21]', ''),
('logic_synthesis', 'syn_inst', '2878', ''),
('logic_synthesis', 'synth.most_common_cell', 'sky130_fd_sc_hd__nand2_1', ''),
('cells_and_area', 'postLayoutCellArea', '21030', 'µm²'),
('routing', 'routed_vias_inst', '8.513', ''),
('status', 'outcome', 'finished, violations left', ''),
('routing', 'route.final.wire_length', '137100', 'µm'),
('clock_tree', 'cts-hold-fix-buffers', '0', ''),
('setup_path', 'critical_path_arrival', '8800', 'ps'),
('routing', 'iteration_count_of_the_initial_detailed_routing_pass', '32', ''),
('global_routing', 'grt_overflow', '0', ''),
('min_path', 'min_path_type', 'in -> out', ''),
('logic_synthesis', 'ys.warnings.count', '1', ''),
('global_routing', 'first_global_vias', '26830', ''),
('final_timing', 'timing.final.hold_violations', '0', ''),
('logic_synthesis', 'post-synth-top-area-fraction', '8.567', '%'),
('final_timing', 'grt_setup_unrepaired', 'false', ''),
('power_and_ir_drop', 'p_leak', '8.031', 'nW'),
('cells_and_area', 'sequential_cell_total', '0', ''),
('place', 'finalWeightedCongestion', '1.273', ''),
('cells_and_area', 'layout-area-overhead-vs-synth', '9.895', '%'),
('logic_synthesis', 'netlist_top_cells_count', 'sky130_fd_sc_hd__nand2_1 (280), sky130_fd_sc_hd__nor2_1 (244), sky130_fd_sc_hd__a21oi_1 (240)', ''),
('routing', 'drt-initial-drc-count', '6079', ''),
('global_routing', 'pin_count_of_the_biggest_net_entering_global_routing', '59', ''),
('setup_path', 'crit_type', 'in -> out', ''),
('status', 'violations', 'max-capacitance violations, max-slew violations', ''),
('setup_path', 'path_max_fanout', '21', ''),
('setup_path', 'endpoint_kind', 'primary output', ''),
('logic_synthesis', 'ys_types', '99', ''),
('routing', 'drt_drc_violations_left', '0', ''),
('cells_and_area', 'layout_cell_share_with_drive_strength_beyond_1', '10.98', '%'),
('clock_tree', 'cts.repair.resized', '0', ''),
('power_and_ir_drop', 'cellPowerDensity', '54.87', 'nW/µm²'),
('final_timing', 'post-route-period-util', '96.51', '%'),
('setup_path', 'slowest_delay', '780', 'ps'),
('power_and_ir_drop', 'vdd.ir_drop.worst', '41.70', 'µV'),
('setup_path', 'crit_required', '9200', 'ps');
==> layout make-up <==
class / instances / area [µm²] / area share [%]
tap: 511 / 639.4 / 3.041
inverter: 109 / 409.1 / 1.946
antenna: 24 / 60.06 / 0.2856
multi-input combinational: 2499 / 17650 / 83.96
timing repair buffer: 269 / 2265 / 10.77
==> cells in the final DEF (no fill, tap or decap), types with 33 or more instances in the layout <==
cell type and instances:
sky130_fd_sc_hd__nor2_1 241, sky130_fd_sc_hd__mux4_2 65, sky130_fd_sc_hd__buf_4 159, sky130_fd_sc_hd__nand4_1 39, sky130_fd_sc_hd__a22oi_1 77, sky130_fd_sc_hd__xnor2_1 80
sky130_fd_sc_hd__ha_1 131, sky130_fd_sc_hd__o22ai_1 35, sky130_fd_sc_hd__nor3_1 105, sky130_fd_sc_hd__a21oi_1 240, sky130_fd_sc_hd__mux2i_1 93, sky130_fd_sc_hd__o211ai_1 40
sky130_fd_sc_hd__inv_1 96, sky130_fd_sc_hd__clkdlybuf4s50_1 104, sky130_fd_sc_hd__a31oi_1 33, sky130_fd_sc_hd__nand2b_1 60, sky130_fd_sc_hd__nand3_1 104, sky130_fd_sc_hd__o21ai_0 176
sky130_fd_sc_hd__nand2_1 280, sky130_fd_sc_hd__a211oi_1 76
==> metal layers <==
| layer | share of wire [%] | vias to the layer above | wire length [µm] |
|---|---|---|---|
| li1 | - | 11040 | - |
| met1 | 31 | 13100 | 42540 |
| met2 | 35 | 3427 | 47820 |
| met3 | 20 | 1446 | 27110 |
| met4 | 13 | 42 | 18460 |
| met5 | 0.84 | - | 1153 |
==> worst max-delay path by stage <==
stage	endpoint	slack [ps]	cells past startpoint
finish	rd[16]	400	14
global route	rd[16]	730	14
CTS	rd[16]	1010	14
==> metrics by stage <==
| step | hold WS (ps) | utilization [%] | power (mW) | worst slack, ps | instances |
|---|---|---|---|---|---|
| after global placement | 5945 | 55.66 | 1.040 | 1044 | 3388 |
| after detailed placement | 5943 | 55.66 | 1.045 | 1028 | 3388 |
| after CTS | 5950 | 55.66 | 1.051 | 1013 | 3388 |
| final | 6015 | 55.82 | 1.154 | 400.9 | 3412 |
| after global routing | 5989 | 55.74 | 1.164 | 727.9 | 3400 |
| after floorplan | 4813 | - | 0.6364 | 3483 | 2878 |
==> logic make-up (layout without fill, tap and decap cells) <==
family	count (synthesis)	in the layout	share of synthesized area, %
XOR/XNOR	96	96	4.395
AND/OR/NAND/NOR	1039	1039	26.77
multiplexers	180	180	13.88
AND-OR/OR-AND	1041	1041	37.22
adder cells (fa/ha/maj)	143	143	9.823
buffers and inverters	379	378	7.913
other	0	24	0
Power and IR drop assume default switching activity.
