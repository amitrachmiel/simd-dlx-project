$ cat run.sh
#!/bin/bash
# OpenROAD 26Q1-2900-gdf79404cd8, Yosys 0.63+post, stock flow scripts
make -C /OpenROAD-flow-scripts/flow DESIGN_CONFIG=/design/flow/config.mk WORK_HOME=/design/flow/orfs finish
$ cat design.v
`timescale 1ns / 1ps
module DFF(
    input D,
	 input CLK,
	 input RESET,
    output reg Q
    );
	always @(posedge CLK)begin
	if(RESET)
	Q<= 1'b0 ;
	else 
	Q<=D;
	end
endmodule
`timescale 1ns / 1ps
module SLAVECONTROL(
    input CLK,
    input CARD_SEL,
    input [9:0] AI,
    input WR_IN_N,
	 input RESET,
    output [4:0] REG_ADDR,
    output SACK_N
    );
	wire IN;
	wire D1;
	wire Q1;
	wire Q2;
	assign IN = AI[9]& AI[8] & AI[7] ;
	assign D1 = IN & CARD_SEL & WR_IN_N;
	DFF dff1 (.CLK(CLK),.D(D1),.RESET(RESET),.Q(Q1));
	DFF dff2 (.CLK(CLK),.D(Q1),.RESET(RESET),.Q(Q2));
	assign SACK_N = ~(Q1 & (~Q2));
	assign REG_ADDR = AI[4:0];
endmodule
`timescale 1ns / 1ps
module SLAVE_TOP(
    input CLK,
    input CARD_SEL,
    input [9:0] AI,
    input WR_IN_N,
	 input RESET,
	 input [31:0] IN1_MUX,
	 input [31:0] IN2_MUX,
	 input [31:0] IN3_MUX,
	 input [31:0] IN4_MUX,
    output SACK_N,
    output [31:0] SDO,
	 output [4:0] REG_ADDR
    );
	 mux_slave mux_slave1 (.A(IN1_MUX[31:0]),.B(IN2_MUX[31:0]),.C(IN3_MUX[31:0]),.D(IN4_MUX[31:0]),.SEL_MUX(AI[6:5]),.OUT_MUX(SDO));
	 SLAVECONTROL control_slave1 (.CLK(CLK),.CARD_SEL(CARD_SEL),.AI(AI[9:0]),.WR_IN_N(WR_IN_N),.RESET(RESET),.REG_ADDR(REG_ADDR[4:0]),.SACK_N(SACK_N));
endmodule
`timescale 1ns / 1ps
module mux_slave(
    input [31:0] A,
    input [31:0] B,
    input [31:0] C,
    input [31:0] D,
    input [1:0] SEL_MUX,
    output [31:0] OUT_MUX
    );
	assign OUT_MUX = (SEL_MUX == 2'b00) ? A : 
                 (SEL_MUX == 2'b01) ? B : 
                 (SEL_MUX == 2'b10) ? C : 
                 D;   
endmodule
$ cat config.mk
export PLATFORM = sky130hd
export DESIGN_NAME = SLAVE_TOP
export DESIGN_NICKNAME = SLAVE_TOP
export VERILOG_FILES = /design/flow/design.v
export SDC_FILE = /design/flow/constraint.sdc
export NUM_CORES = 4
export LEC_CHECK = 1
export CORE_AREA = 10 10 87 87
export DIE_AREA = 0 0 97 97
$ cat constraint.sdc
current_design SLAVE_TOP

set clk_period 3.2
set clk_io_pct 0.2

create_clock -name clk0 -period $clk_period [get_ports {CLK}]

set non_clock_inputs [all_inputs -no_clocks]
set_input_delay [expr $clk_period * $clk_io_pct] -clock clk0 $non_clock_inputs
set_output_delay [expr $clk_period * $clk_io_pct] -clock clk0 [all_outputs]
==> flow_summary.toml <==
# yosys + openroad results
[critical_path]
worstSetupStartpoint = "AI[6]"
reg2reg_from = "control_slave1.dff1.Q$_SDFF_PP0_"
cp_max_fo = 32
cp-end-kind = "output port"
crit_required_ns = 2.56
rr_worst_depth = 1
worstReg2RegEnd = "control_slave1.dff2.Q$_SDFF_PP0_"
worstSetupStartpointType = "input port"
r2r_slack_ns = 2.67
criticalPathCategory = "input port to output port"
critical_path_arrival_ns = 2.15

[sta]
finalSetupViolCount = 0
max_freq_ghz = 0.3591
hold_slack_ns = 0.4732
setup_tns_ns = 0
rsz0062_at_grt = "no"
skew_ns = 0.0006888
finalCriticalPeriod_ns = 2.785
slew_headroom = 0.8255
finalHoldViolations = 0
slew_viol_final = 0
worst_slew_pin_slew_ns = 0.2618
fin_crit_sh = 0.8703

[global_route]
antenna_found_initial = 0
first_global_vias = 1458
grt.total_usage = 0.1287
grtUsageMet2 = 0.2270
use_met1 = 0.1429
grt_max_degree = 33
grt_busiest_layer = "met2"
overflow = 0
met3_usage = 0.06017
grt_pass1_wl_um = 9384

[flow_run]
warning_count = 25
cap_violations = 0

[yosys]
area_leaders = "mux4_2, buf_12, mux4_1, dfxtp_1, buf_4"
syn_area_um2 = 918.4
yosys.area.top_type_share = 0.7357
yosys_cells = 50
top_area_cell = "mux4_2"
syn_inst = 50
ys_seq_share = 0.04360
ys_warn_count = 1
ys_types = 11
synth-seq-cells = 2
avgSynthCellArea_um2 = 18.37
yosys-stat-area_um2 = 918.4

[hold_path]
holdPathStages = 1
worstHoldEndpoint = "control_slave1.dff2.Q$_SDFF_PP0_"
hp-start = "control_slave1.dff1.Q$_SDFF_PP0_"
hold_class = "flop to flop"

[detailed_routing]
post-route-drc-count = 0
drt_iter0_markers = 35
postRouteAntennaNets = 0
wl_per_cell_um = 21.83
antenna-diode-count = 0
wirelength_um = 6200
vias_per_cell = 4.296
firstDrtPassIters = 3
via_count = 1220

[final_layout]
lay_top_cells = "clkdlybuf4s50_1, mux4_2, clkbuf_8"
area_growth_pct = 188.8
lay_top_count = "clkdlybuf4s50_1"
finalInstanceArea_um2 = 2653
fin_util = 0.4702
post_route_cells_drive_above_1_share = 0.1698

[die]
ios = 180
core-area_um2 = 5642
chipArea_um2 = 9409
fp.dieH_um = 97
fp_util = 0.1628
chipWidth_um = 97
rows = 27

[placed_design]
numPortBuffers = 169
place_area_um2 = 2611
place.gp.congestion = 0.8614
dp_hpwl_um = 5620

[clocking]
cts_buffers = 3
cts_setup_buffers = 0
insertion_delay_ns = 0.21
post_cts_resized = 0
cts_buffer_depth = 2
cts_hold_buf = 0
cts_tree = "done"
cts-root-buf = "clkbuf_8"
path_clk_slew_ns = 0.03
clock-sinks = 2
h-tree-depth = 1

[status]
status = "finished, final reports clean"

[pwr]
p_per_area_nw_per_um2 = 174.3
swShare = 0.1772
p_leak_nw = 0.9348
p_int_uw = 380.5
ir_drop_mv = 0.07928
seqPwrFrac = 0.055
clkPwrFrac = 0.217
power.switching_uw = 81.96
power_frac_comb = 0.728
## flip-flops by register name, indices dropped and copies added, names as in the netlist
| name | cells |
|---|---|
| control_slave1.dff1.Q | 1 |
| control_slave1.dff2.Q | 1 |
## metal layers
metal	routed length (um)	up-vias
met3	730	4
li1	-	564
met2	3285	96
met4	34	0
met5	0	-
met1	2150	556
## stage by stage
step	power (mW)	cells	worst slack, ns
after floorplan	0.1183	50	1.203
after detailed placement	0.3687	281	0.4002
after CTS	0.4728	284	0.4002
after global routing	0.4955	284	0.3507
final	0.4625	284	0.4150
after global placement	0.3685	281	0.4001
## area by class of cell
class | instances | area, um2
timing repair buffer | 171 | 1727
fill | 513 | 2989
sequential | 2 | 40.04
tap | 72 | 90.09
multi-input combinational | 36 | 754.5
clock buffer | 3 | 41.29
## worst max-delay path by stage
stage,cells past startpoint,end
after CTS,4,SDO[16]
after global routing,4,SDO[28]
final,4,SDO[4]
## Yosys cell counts
master	instances
buf_12	3
buf_2	3
buf_4	5
buf_6	1
dfxtp_1	2
mux4_1	2
mux4_2	30
nand2b_1	1
nand4_1	1
nor2b_1	1
nor3b_1	1
## logic make-up after synthesis
kind of cell,count (synthesis),synth area share
and+or+nand+nor,4,0.02863
DFF,2,0.04360
buffers and inverters,12,0.1349
muxes,32,0.7929
## power by group through the flow
stage	sequential (mW)	combinational [mW]	clock [mW]
final	0.0254	0.337	0.100
after global routing	0.0254	0.362	0.108
after CTS	0.0254	0.344	0.103
## worst max-delay path, cell delays in order
cell and delay (ns):
clkdlybuf4s50_1 0.50, buf_12 0.21, mux4_2 0.31, clkdlybuf4s50_1 0.46
Power and IR drop assume default switching activity.
