==> flow/design.v <==
`timescale 1ns / 1ps
module CONTROL_DLX(
    input CLK,
    input RESET,
    input AEQZ,
    input STEP_EN,
    input [31:0] IR,
    input ACK_N,
	 output IN_INIT,
    output IR_CE,
    output PC_CE,
    output ADD,
    output A_CE,
    output B_CE,
    output C_CE,
    output MR,
    output MW,
    output MDR_CE,
    output MAR_CE,
    output MDR_SEL,
    output TEST,
    output ITYPE,
    output SHIFT_CE,
    output RIGHT,
    output A_SEL,
    output DINT_SEL,
    output JLINK,
    output GPR_WE,
    output [4:0] DLX_STATE,
    output [1:0] S1_SEL,
    output [1:0] S2_SEL,
	 output STOP_N,
	 output [1:0] MAC_STATE,
	 output BUSY,
	 output AS_N,
	 output WR_N,
	 output MUXALU_SEL
    );
	wire stop_mac;
	reg stop_q;
	wire ir_ce_state ;
	MAC_STM mac_stm (.CLK(CLK),
	.RESET(RESET),
	.ACK_N(ACK_N),
	.MR(MR),
	.MW(MW),
	.STOP_N(stop_mac),
	.AS_N(AS_N),
	.WR_N(WR_N),
	.BUSY(BUSY),
	.MAC_STATE(MAC_STATE)); 
	DLX_CONTROL_STM dlx_control_stm ( .CLK(CLK),
     .RESET(RESET),
     .AEQZ(AEQZ),
     .STEP_EN(STEP_EN),
     .BUSY(BUSY),
     .IR(IR),
     .IN_INIT(IN_INIT),
     .IR_CE(ir_ce_state),
     .PC_CE(PC_CE),
     .ADD(ADD),
     .A_CE(A_CE),
     .B_CE(B_CE),
     .C_CE(C_CE),
     .MR(MR),
     .MW(MW),
     .MDR_CE(MDR_CE),
     .MAR_CE(MAR_CE),
     .MDR_SEL(MDR_SEL),
     .TEST(TEST),
     .ITYPE(ITYPE),
     .SHIFT_CE(SHIFT_CE),
     .RIGHT(RIGHT),
     .A_SEL(A_SEL),
     .DINT_SEL(DINT_SEL),
     .JLINK(JLINK),
     .GPR_WE(GPR_WE),
     .DLX_STATE(DLX_STATE), 
     .S1_SEL(S1_SEL), 
     .S2_SEL(S2_SEL), 
	  .MUXALU_SEL(MUXALU_SEL)
	);
	assign IR_CE = ir_ce_state &&(~ACK_N) ;
	always @(posedge CLK)
	stop_q <= stop_mac ;
	assign STOP_N = (stop_q || stop_mac) || (~ACK_N) ;  
endmodule
`timescale 1ns / 1ps
module DLX_CONTROL_STM(
    input CLK,
    input RESET,
    input AEQZ,
    input STEP_EN,
    input BUSY,
    input [31:0] IR,
    output IN_INIT,
    output IR_CE,
    output PC_CE,
    output ADD,
    output A_CE,
    output B_CE,
    output C_CE,
    output MR,
    output MW,
    output MDR_CE,
    output MAR_CE,
    output MDR_SEL,
    output TEST,
    output ITYPE,
    output SHIFT_CE,
    output RIGHT,
    output A_SEL,
    output DINT_SEL,
    output JLINK,
    output GPR_WE,
    output [4:0] DLX_STATE,
    output [1:0] S1_SEL,
    output [1:0] S2_SEL,
	 output MUXALU_SEL 
    );
	reg [4:0] DLX_STATE_REG;
	wire BRANCH_TAKEN  ; 
	parameter INIT = 5'b00000 ; 
	parameter FETCH = 5'b00001 ; 
	parameter DECODE = 5'b00010 ; 
	parameter BRANCH = 5'b00011 ; 
	parameter BTAKEN = 5'b00100 ; 
	parameter SAVEPC = 5'b00101 ; 
	parameter JALR = 5'b00110 ;
	parameter JR = 5'b00111 ; 	
	parameter ADDRESSCMP = 5'b01000 ; 
	parameter COPYGPR2MDR = 5'b01001 ; 
	parameter STORE = 5'b01010 ; 
	parameter LOAD = 5'b01011 ; 
	parameter COPYMDR2C = 5'b01100 ; 
	parameter TESTI = 5'b01101 ; 
	parameter ALUI = 5'b01110 ; 
	parameter WBI = 5'b01111 ; 
	parameter SHIFT = 5'b10000 ; 
	parameter ALU = 5'b10001 ; 
	parameter WBR = 5'b10010 ; 
	parameter HALT = 5'b10011 ; 
	parameter ALUPR = 5'b10100 ;
	parameter ALUPI = 5'b10101 ;
	always @(posedge CLK)
	begin 
	if(RESET ==1)
		DLX_STATE_REG = INIT ;
	else
	begin
	case(DLX_STATE_REG)
		INIT : 
				if(STEP_EN ==1)
				begin
				DLX_STATE_REG = FETCH ;
				end
				else 
				begin 
				DLX_STATE_REG = INIT;
				end
		FETCH : 
					if(BUSY ==0)
					begin
					DLX_STATE_REG = DECODE ;
					end
					else 
					begin 
					DLX_STATE_REG = FETCH;
					end
		DECODE :
					if(IR[31:29]==3'b110) 
					begin
						if(STEP_EN ==1)  
							begin
							DLX_STATE_REG = FETCH ;
							end
							else 
							begin 
							DLX_STATE_REG = INIT;
							end
					end
					 else if (IR[31:27]==5'b00001)  
								begin
								DLX_STATE_REG = ALUPR ;
								end
					else if (IR[31:28]==4'b0000 && IR[5]==1'b1) 
								begin
								DLX_STATE_REG = ALU;
								end
					else if (IR[31:28]==4'b0000 && IR[5]==1'b0) 
								begin
								DLX_STATE_REG = SHIFT;
								end
					else if (IR[31:29]==3'b111 && IR[28:26] !=3'b111)  
								begin
								DLX_STATE_REG = ALUPI;
								end
					else if (IR[31:29]==3'b001)  
								begin
								DLX_STATE_REG = ALUI;
								end
					else if (IR[31:29]==3'b011)  
						begin
						DLX_STATE_REG = TESTI;
						end
					else if (IR[31:30]==2'b10)  
						begin
						DLX_STATE_REG = ADDRESSCMP;
						end
					else if (IR[31:29]==3'b010 && IR[26]==1'b0)  
						begin
						DLX_STATE_REG = JR;
						end
					else if (IR[31:29]==3'b010 && IR[26]==1'b1)  
						begin
						DLX_STATE_REG = SAVEPC;
						end
					else if (IR[31:28]==4'b0001)  
						begin
						DLX_STATE_REG = BRANCH;
						end
					else
						begin
						DLX_STATE_REG = HALT;
						end
			ALU: 	
					DLX_STATE_REG = WBR;
			SHIFT: 	
					DLX_STATE_REG = WBR;
			ALUI: 	
					DLX_STATE_REG = WBI;
			TESTI: 	
					DLX_STATE_REG = WBI;
			ALUPR: 
					DLX_STATE_REG = WBR;
			ALUPI: 
					DLX_STATE_REG = WBI;
			ADDRESSCMP:
					if(IR[29]==1'b1)  
					begin
					DLX_STATE_REG = COPYGPR2MDR  ;
					end
					else if(IR[29]==1'b0)  
					begin
					DLX_STATE_REG = LOAD  ;
					end
		 COPYGPR2MDR:
						DLX_STATE_REG = STORE  ;
		 LOAD: 
					if(BUSY==1'b0) 
					begin
					DLX_STATE_REG = COPYMDR2C;
					end
					else  
					begin
					DLX_STATE_REG = LOAD;
					end
		  COPYMDR2C:
					DLX_STATE_REG = WBI;
		SAVEPC: 
					DLX_STATE_REG = JALR;
		BRANCH: 
				if(BRANCH_TAKEN==1'b1)
				begin
				DLX_STATE_REG = BTAKEN;
				end
				else 
				begin
				if(STEP_EN ==1)
				begin
				DLX_STATE_REG = FETCH ;
				end
				else 
				begin 
				DLX_STATE_REG = INIT;
				end
				end
		WBR:
				if(STEP_EN ==1)
				begin
				DLX_STATE_REG = FETCH ;
				end
				else 
				begin 
				DLX_STATE_REG = INIT;
				end
		WBI:
				if(STEP_EN ==1)
				begin
				DLX_STATE_REG = FETCH ;
				end
				else 
				begin 
				DLX_STATE_REG = INIT;
				end
		BTAKEN:
				if(STEP_EN ==1)
				begin
				DLX_STATE_REG = FETCH ;
				end
				else 
				begin 
				DLX_STATE_REG = INIT;
				end
		JALR:
				if(STEP_EN ==1)
				begin
				DLX_STATE_REG = FETCH ;
				end
				else 
				begin 
				DLX_STATE_REG = INIT;
				end
		JR:
				if(STEP_EN ==1)
				begin
				DLX_STATE_REG = FETCH ;
				end
				else 
				begin 
				DLX_STATE_REG = INIT;
				end
	STORE:
			if(BUSY==0)
			begin
				if(STEP_EN ==1)
				begin
				DLX_STATE_REG = FETCH ;
				end
				else 
				begin 
				DLX_STATE_REG = INIT;
				end
			end
			else
				DLX_STATE_REG = STORE;
	HALT: 
				if(RESET ==1)
				begin
				DLX_STATE_REG = INIT ;
				end
				else 
				begin 
				DLX_STATE_REG = HALT;
				end
	default : 
			begin 
			DLX_STATE_REG = INIT ;
			end
	endcase
		end
		end
		assign S1_SEL[0] = DLX_STATE_REG==ALU || DLX_STATE_REG==TESTI || DLX_STATE_REG==ALUI || 
			DLX_STATE_REG==SHIFT || DLX_STATE_REG==ADDRESSCMP || DLX_STATE_REG==COPYMDR2C ||
			 DLX_STATE_REG== JR ||  DLX_STATE_REG==JALR || DLX_STATE_REG==ALUPR || DLX_STATE_REG==ALUPI ;
		assign S1_SEL[1] = DLX_STATE_REG==COPYMDR2C || DLX_STATE_REG==COPYGPR2MDR ; 
		assign S2_SEL[0] = DLX_STATE_REG== DECODE || DLX_STATE_REG== TESTI ||
			DLX_STATE_REG== ALUI || DLX_STATE_REG==ADDRESSCMP|| DLX_STATE_REG==BTAKEN || DLX_STATE_REG==ALUPI ; 
		assign S2_SEL[1] = DLX_STATE_REG== DECODE || DLX_STATE_REG== COPYMDR2C ||
			DLX_STATE_REG== COPYGPR2MDR || 	DLX_STATE_REG==JR || 
			DLX_STATE_REG==JALR || DLX_STATE_REG==SAVEPC ; 
		assign IN_INIT  = DLX_STATE_REG== INIT || DLX_STATE_REG==HALT  ; 
		assign IR_CE = DLX_STATE_REG== FETCH ;
		assign PC_CE = DLX_STATE_REG== DECODE ||  DLX_STATE_REG==BTAKEN ||
				 DLX_STATE_REG== JR ||  DLX_STATE_REG==JALR;
		assign ADD = DLX_STATE_REG== DECODE ||  DLX_STATE_REG==BTAKEN ||
				 DLX_STATE_REG== JR ||  DLX_STATE_REG==JALR ||  DLX_STATE_REG==SAVEPC ||
					 DLX_STATE_REG== ALUI ||  DLX_STATE_REG==ADDRESSCMP;
		assign A_CE =  DLX_STATE_REG== DECODE ; 
		assign B_CE =  DLX_STATE_REG== DECODE ; 
		assign C_CE =  DLX_STATE_REG== ALU || DLX_STATE_REG==TESTI || 
			DLX_STATE_REG == ALUI || DLX_STATE_REG== SHIFT || DLX_STATE_REG== SAVEPC ||
			DLX_STATE_REG == COPYMDR2C || DLX_STATE_REG==ALUPR || DLX_STATE_REG==ALUPI;  
		assign MR =  DLX_STATE_REG== FETCH || DLX_STATE_REG== LOAD ;
		assign MW  = DLX_STATE_REG== STORE; 
		assign MAR_CE =  DLX_STATE_REG==ADDRESSCMP;
		assign MDR_CE  = (DLX_STATE_REG == LOAD && BUSY ==0) || DLX_STATE_REG== COPYGPR2MDR ; 
		assign MDR_SEL = DLX_STATE_REG== LOAD ;
		assign TEST = DLX_STATE_REG== TESTI ;
		assign ITYPE  = DLX_STATE_REG== TESTI|| DLX_STATE_REG== ALUI ||
			DLX_STATE_REG== WBI || DLX_STATE_REG==ALUPI ; 
		assign SHIFT_CE =  DLX_STATE_REG== SHIFT;
		assign  RIGHT = DLX_STATE_REG== SHIFT && IR[1] ==1'b1 ; 
		assign A_SEL =  DLX_STATE_REG== STORE || DLX_STATE_REG== LOAD ;
		assign DINT_SEL  =  DLX_STATE_REG== SHIFT ||  DLX_STATE_REG== COPYGPR2MDR ||
			DLX_STATE_REG == COPYMDR2C; 
		assign JLINK =  DLX_STATE_REG==JALR ; 
		assign GPR_WE =  DLX_STATE_REG==JALR || DLX_STATE_REG== WBI || DLX_STATE_REG== WBR ; 
		assign BRANCH_TAKEN = AEQZ ^ IR[26] ; 
		assign MUXALU_SEL = DLX_STATE_REG==ALUPR || DLX_STATE_REG==ALUPI ; 
		assign DLX_STATE = DLX_STATE_REG;
endmodule
`timescale 1ns / 1ps
module MAC_STM(
	 input CLK,
    input RESET,
    input ACK_N,
	 input MR,
	 input MW,
    output STOP_N,
    output AS_N,
    output WR_N,
    output BUSY,
    output [1:0] MAC_STATE
    );
	reg [1:0] MAC_STATE_REG;
	parameter stm_st0 = 2'h0 ;  
	parameter stm_st1 = 2'h1 ;  
	parameter stm_st2 = 2'h2 ;  
	always @(posedge CLK)
	begin 
	if(RESET ==1)
		MAC_STATE_REG = stm_st0 ;
	else
	begin 
		case(MAC_STATE_REG)
			stm_st0 : 
				if((MR|MW) ==1)
				begin
				MAC_STATE_REG = stm_st1 ;
				end
				else 
				begin 
				MAC_STATE_REG = stm_st0;
				end
			stm_st1 : 
					if(ACK_N ==0)
					begin
					MAC_STATE_REG = stm_st2 ;
					end
					else 
					begin 
					MAC_STATE_REG = stm_st1;
					end
			stm_st2 : 
				MAC_STATE_REG = stm_st0 ;
			default : 
			begin 
			MAC_STATE_REG = stm_st0 ;
			end
		endcase
		end
		end
		assign BUSY = (ACK_N & (MR|MW))  ; 
		assign WR_N = (MAC_STATE_REG == stm_st1 & MW) ? 0 : 1 ;
		assign AS_N = MAC_STATE_REG == stm_st1 ? 0 : 1 ;
		assign STOP_N = (MAC_STATE_REG== stm_st1) ? 0:1 ;
		assign MAC_STATE = MAC_STATE_REG;
endmodule
==> flow/run.sh <==
#!/bin/bash
# OpenROAD 26Q1-2900-gdf79404cd8, Yosys 0.63+post, stock flow scripts
make -C /OpenROAD-flow-scripts/flow DESIGN_CONFIG=/design/flow/config.mk WORK_HOME=/design/flow/orfs finish
==> flow/config.mk <==
export PLATFORM = sky130hd
export DESIGN_NAME = CONTROL_DLX
export DESIGN_NICKNAME = CONTROL_DLX
export VERILOG_FILES = /design/flow/design.v
export SDC_FILE = /design/flow/constraint.sdc
export NUM_CORES = 4
export LEC_CHECK = 1
export CORE_AREA = 10 10 78 78
export DIE_AREA = 0 0 88 88
==> flow/constraint.sdc <==
current_design CONTROL_DLX

set clk_period 3.3
set clk_io_pct 0.2

create_clock -name clk0 -period $clk_period [get_ports {CLK}]

set non_clock_inputs [all_inputs -no_clocks]
set_input_delay [expr $clk_period * $clk_io_pct] -clock clk0 $non_clock_inputs
set_output_delay [expr $clk_period * $clk_io_pct] -clock clk0 [all_outputs]
==> job_summary.md <==
## PnR job results

| Metric | Value |
|---|---|
| First-pass GRT wire length | `6490 um` |
| TritonCTS clock tree | `built` |
| Insertion delay of the later-clocked pin in the worst-skew pair | `0.22 ns` |
| Post-CTS Hold Fix Bufs | `0` |
| Flip-flop and latch count after synthesis | `8` |
| Area share of the leading cell type in the synthesized netlist | `14.3%` |
| Number of antenna violations at the first check in global routing | `0` |
| Post-cts sizing count | `0` |
| Post-CTS clock slew at the launch and capture registers of the worst setup and hold paths | `0.04 ns` |
| Setup repair after global routing missed its margin | `false` |
| Detailed router's first-iteration violation count | `156` |
| Largest fanout on the critical path | `19` |
| Final Hold Fails | `0` |
| Floorplan die width | `88 um` |
| Vias per cell | `5.15` |
| Hold/Removal Path Class | `register to register` |
| Number of top-level pins | `73` |
| Post-route clock skew | `0.00149 ns` |
| Number of clock buffers inserted by TritonCTS | `3` |
| Cell family with most CP delay | `simple AND/OR/NAND/NOR gates` |
| Pre-antenna DRT Iters | `4` |
| Crit path max-delay cell type | `sky130_fd_sc_hd__dfxtp_1` |
| Share of async-settable or async-resettable flops after synthesis | `0%` |
| Die H | `88 um` |
| Total routing usage reported by global routing | `9.99%` |
| Maximum vdd ir drop | `109 uV` |
| Final Instance Area | `1590 um2` |
| Crit share post-route | `91.4%` |
| Residual DRC count | `0` |
| Worst path max stage delay | `0.77 ns` |
| Fraction of the yosys area taken by sequential cells | `14.3%` |
| Via count of the first global-routing pass | `1304` |
| DPL Wire Length | `3020 um` |
| YS chip area | `1120 um2` |
| Unique cell type count in the Yosys netlist | `49` |
| Total buffers and inverters traversed by the critical path | `1` |
| Pin count of the biggest net entering global routing | `20` |
| Deepest level of the CTS H-tree | `1` |
| Power Density | `276 nW/um2` |
| Floorplan core area | `4410 um2` |
| Fraction of the core area occupied by cells at floorplan | `25.4%` |
| Area Growth Syn to Fin | `41.9%` |
| CTS Root Buffer Type | `sky130_fd_sc_hd__clkbuf_8` |
| Area of the mapped netlist | `1120 um2` |
| Total count of max-transition violations in the final report | `0` |
| Status | `completed` |
| Routability Congestion | `0.881` |
| Number of OpenROAD warnings | `49` |
| Post-route worst hold slack | `0.450 ns` |
| Critical path data arrival time | `2.36 ns` |
| Achievable Freq | `331 MHz` |
| Setup TNS | `0 ns` |
| Leak pwr | `0.000549 uW` |
| Post-detailed-route count of antenna-violating nets | `0` |
| Yosys top cell by area | `sky130_fd_sc_hd__dfxtp_1` |
| Least-Margin Pin Slew | `0.713 ns` |
| Die outline area | `7740 um2` |
| Yosys cell count | `166` |
| Wirelength, routed | `3940 um` |
| Ordered list of cells on the worst path | `nor2b_1, mux2i_1, nor3_1, and2_1, clkdlybuf4s50_1` |
| Setup crit start kind | `register` |
| Classification of the worst setup path | `register to primary output` |
| Required arrival time at the worst endpoint | `2.64 ns` |
| Post-synth EDFFs | `0` |
| Via Count | `1318` |
| Final tally of setup violations | `0` |
| Most common flop cell mapped by yosys | `sky130_fd_sc_hd__dfxtp_1` |
| Final critical delay including setup and external delays | `3.02 ns` |
| # diodes | `0` |
| Post-synthesis average cell area | `6.75 um2` |
| CTS max path bufs | `2` |
| Count of buffers added by post-CTS timing repair for setup | `0` |
| Standard-cell rows | `24` |
| Number of maximum-capacitance violations | `0` |
| Syn. warnings | `3` |
| WL/cell | `15.4 um` |
| Num Clock Sinks | `8` |
| Worst-case headroom to the max-slew limit | `52.4%` |
| Total cell area at the placement stage | `1550 um2` |
| Kind of end point of the critical path | `primary output` |
| Cells after Synth | `166` |
| Largest cells by area after synthesis | `sky130_fd_sc_hd__dfxtp_1, sky130_fd_sc_hd__nand2_1, sky130_fd_sc_hd__nor3_1` |
| Global route total overflow | `0` |
| Number of buffer cells added on primary ports | `48` |
| Share of final-layout standard cells stronger than drive strength 1 | `6.37%` |
## routing by layer
| metal | GRT usage [%] | part of all wire (%) | wire [um] | vias up |
|---|---|---|---|---|
| met5 | 0 | 0 | 0 | - |
| met3 | 1.96 | 7.5 | 296 | 2 |
| met1 | 13.7 | 46 | 1790 | 604 |
| met4 | 1.01 | 0.41 | 16 | 0 |
| li1 | - | - | - | 669 |
| met2 | 16.3 | 46 | 1830 | 43 |
## worst paths after layout
kind	slack, ns	start	cells past startpoint	to
max	0.28	dlx_control_stm.DLX_STATE_REG[0]	5	BUSY
min	0.45	mac_stm.MAC_STATE_REG[1]	1	mac_stm.MAC_STATE_REG[0]
max reg2reg	1.31	dlx_control_stm.DLX_STATE_REG[0]	5	dlx_control_stm.DLX_STATE_REG[0]
min reg2reg	0.45	mac_stm.MAC_STATE_REG[1]	1	mac_stm.MAC_STATE_REG[0]
## synthesized netlist by cell type (2+ instances only)
cell,n
sky130_fd_sc_hd__nor2_1,15
sky130_fd_sc_hd__nand2_1,21
sky130_fd_sc_hd__a21boi_0,3
sky130_fd_sc_hd__nand3_1,5
sky130_fd_sc_hd__inv_1,5
sky130_fd_sc_hd__clkbuf_1,5
sky130_fd_sc_hd__buf_2,2
sky130_fd_sc_hd__clkbuf_8,4
sky130_fd_sc_hd__o21ai_0,9
sky130_fd_sc_hd__buf_6,5
sky130_fd_sc_hd__o31ai_1,3
sky130_fd_sc_hd__a2bb2oi_1,2
sky130_fd_sc_hd__dfxtp_1,8
sky130_fd_sc_hd__a21oi_1,10
sky130_fd_sc_hd__buf_4,2
sky130_fd_sc_hd__o22ai_1,4
sky130_fd_sc_hd__a32oi_1,2
sky130_fd_sc_hd__mux2i_1,3
sky130_fd_sc_hd__a31oi_1,3
sky130_fd_sc_hd__o211ai_1,2
sky130_fd_sc_hd__a22oi_1,2
sky130_fd_sc_hd__nor2b_1,3
sky130_fd_sc_hd__nor3_1,12
sky130_fd_sc_hd__and2_1,4
sky130_fd_sc_hd__xor2_1,3
sky130_fd_sc_hd__nand2b_1,6
## kinds of logic after synthesis
logic type | synth area share, %
buffers and inverters | 16.2
AND-OR/OR-AND | 30.5
XOR/XNOR | 3.13
AND/OR/NAND/NOR | 33.2
flip-flops | 14.3
multiplexers | 2.68
## area by class of cell
cell class                 count  area, um2
clock buffer                   3       41.3
fill                         472       2830
inverter                       7       26.3
multi-input combinational    133        778
sequential                     8        160
tap                           52       65.1
timing repair buffer          53        518
## cells in the final DEF (no fill, tap or decap), types with 2 or more instances in the layout
master / netlist / layout
sky130_fd_sc_hd__a21boi_0: 3 / 3
sky130_fd_sc_hd__buf_4: 2 / 5
sky130_fd_sc_hd__a32oi_1: 2 / 2
sky130_fd_sc_hd__clkdlybuf4s50_1: 0 / 48
sky130_fd_sc_hd__o211ai_1: 2 / 2
sky130_fd_sc_hd__o21ai_0: 9 / 9
sky130_fd_sc_hd__clkbuf_8: 4 / 3
sky130_fd_sc_hd__a21oi_1: 10 / 10
sky130_fd_sc_hd__nor2_1: 15 / 15
sky130_fd_sc_hd__nor3_1: 12 / 12
sky130_fd_sc_hd__nand2_1: 21 / 21
sky130_fd_sc_hd__nor2b_1: 3 / 3
sky130_fd_sc_hd__nand3_1: 5 / 5
sky130_fd_sc_hd__dfxtp_1: 8 / 8
sky130_fd_sc_hd__o31ai_1: 3 / 3
sky130_fd_sc_hd__mux2i_1: 3 / 3
sky130_fd_sc_hd__o22ai_1: 4 / 4
sky130_fd_sc_hd__nand2b_1: 6 / 6
sky130_fd_sc_hd__a22oi_1: 2 / 2
sky130_fd_sc_hd__a31oi_1: 3 / 3
sky130_fd_sc_hd__and2_1: 4 / 4
sky130_fd_sc_hd__xor2_1: 3 / 3
sky130_fd_sc_hd__inv_1: 5 / 5
sky130_fd_sc_hd__a2bb2oi_1: 2 / 2
## state kept, by name (all words and copies together) (netlist names)
signal	cells
dlx_control_stm.DLX_STATE_REG	5
stop_q	1
mac_stm.MAC_STATE_REG	2
## through the flow
stage          util, %  power (uW)  instances  setup WS, ns
2_1_floorplan        -         239        166          1.41
3_3_place_gp      35.1         324        253         0.517
3_5_place_dp      35.1         324        253         0.536
4_1_cts           36.0         443        256         0.284
5_1_grt           36.0         472        256        0.0919
6_report          36.0         439        256         0.283
## power by group
part	internal (uW)	switching [uW]	total (uW)	leakage, uW
clock	78.9	36.5	115	0.0000216
combinational	107	89.2	196	0.000462
sequential	105	21.8	127	0.0000652
total	291	148	439	0.000549
Power and IR drop assume default switching activity.
